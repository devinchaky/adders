File: design/flow/design.v
`timescale 1ns / 1ps
module CLA_4bits(
    input clk,
    input enable,
    input [3:0] A, B,
    input Cin,
    output [4:0] Q   
    );
    wire [3:0] G, P, S;  
    wire [4:0] C;    
    wire [4:0] Sum;  
    assign C[0] = Cin;  
    assign G[0] = A[0] & B[0];
    assign P[0] = A[0] ^ B[0];
    assign S[0] = P[0] ^ C[0];
    assign C[1] = G[0] | (P[0] & C[0]);
    assign G[1] = A[1] & B[1];
    assign P[1] = A[1] ^ B[1];
    assign S[1] = P[1] ^ (G[0] | (P[0] & C[0]));
    assign C[2] = G[1] | (P[1] & G[0]) 
                       | (P[1] & P[0] & C[0]);
    assign G[2] = A[2] & B[2];
    assign P[2] = A[2] ^ B[2];
    assign S[2] = P[2] ^ (G[1] | (P[1] & G[0]) 
                               | (P[1] & P[0] & C[0]));
    assign C[3] = G[2] | (P[2] & G[1]) 
                       | (P[2] & P[1] & G[0]) 
                       | (P[2] & P[1] & P[0] & C[0]);
    assign G[3] = A[3] & B[3];
    assign P[3] = A[3] ^ B[3];
    assign S[3] = P[3] ^ (G[2] | (P[2] & G[1]) 
                               | (P[2] & P[1] & G[0]) 
                               | (P[2] & P[1] & P[0] & C[0]));
    assign C[4] = G[3] | (P[3] & G[2]) 
                       | (P[3] & P[2] & G[1]) 
                       | (P[3] & P[2] & P[1] & G[0]) 
                       | (P[3] & P[2] & P[1] & P[0] & C[0]);
    assign Sum[0] = S[0];
    assign Sum[1] = S[1];
    assign Sum[2] = S[2];
    assign Sum[3] = S[3];
    assign Sum[4] = C[4];
    register_logic c1(.clk(clk), .enable(enable), .Data(Sum), .Q(Q));
endmodule
`timescale 1ns / 1ps
module register_logic(
    input clk, 
    input enable,
    input [4:0] Data,
    output reg [4:0] Q
    );
    initial Q=0;
    always @(posedge clk) begin
        if (enable)
            Q <= Data;
        else
            Q <= Q;
      end
endmodule
File: design/flow/run.sh
#!/bin/bash
# OpenROAD 26Q1-2900-gdf79404cd8, Yosys 0.63+post, stock flow scripts
make -C /OpenROAD-flow-scripts/flow DESIGN_CONFIG=/design/flow/config.mk WORK_HOME=/design/flow/orfs finish
File: design/flow/config.mk
export PLATFORM = sky130hd
export DESIGN_NAME = CLA_4bits
export DESIGN_NICKNAME = CLA_4bits
export VERILOG_FILES = /design/flow/design.v
export SDC_FILE = /design/flow/constraint.sdc
export NUM_CORES = 4
export LEC_CHECK = 1
export CORE_AREA = 10 10 70 70
export DIE_AREA = 0 0 80 80
File: design/flow/constraint.sdc
current_design CLA_4bits

set clk_period 4.5
set clk_io_pct 0.2

create_clock -name clk0 -period $clk_period [get_ports {clk}]

set non_clock_inputs [all_inputs -no_clocks]
set_input_delay [expr $clk_period * $clk_io_pct] -clock clk0 $non_clock_inputs
set_output_delay [expr $clk_period * $clk_io_pct] -clock clk0 [all_outputs]
==> run notes <==
yosys + openroad results -> Initial DRC Count 6, # port buffers 15, Wirelength per Cell approximately 7.8 um, worst path bufs/invs 1, FMAX about 0.46 GHz, routed vias/inst 2.68, fin crit period approximately 2200 ps, Peak VDD IR around 46 uV, top flop regs c1.Q x5, Rows 21, number of I/O pins 16, Root Buffer clkbuf_4, Hold Path Class primary input to flop, Worst-Margin Slew roughly 230 ps, Log Warnings 26, Setup CP Type primary input to flop, max_slew headroom 84.8%, Die H 80 um, setup slack at placement 2090 ps, slowest CP cell clkdlybuf4s50_1, GR Layer Usage met1 3.05%, initial antenna violation count 0, first-pass GRT wire length 1030 um, post-synth area from yosys stat 320 um^2, CTS tree done, DRT Wirelength around 700 um, Core Util at FP 9.38%, Post-Place Cell Area 528 um^2, TritonCTS Buffers 3, Synth Seq Share 46.9%, Primary FF master, synth edfxtp_1, crit path max fanout 3, largest net degree at the start of global routing 6, number of distinct library cells after synthesis 11, worst path cell trace clkdlybuf4s50_1, ha_1, a21oi_1, o21ai_2, a21o_1, Max Cap Violations 0, # hold bufs at CTS 0, Vias 241, fin. max-slew vios 0, Tcrit/Tclk final between 40% and 50%, met2 Use GR under 10%, GR Layer Usage met3 0.114%, synth top area cells edfxtp_1 47%, ha_1 20%, fa_1 6.3%, Worst Setup End Kind flop, DRC errors left 0, final-report setup violation count 0, Syn. warnings 1, Top reg by flops c1.Q, final hold vios 0, FF+latch count, synth 5, Post-DRT Antenna Nets 0, GRT busiest layer met1, max FFs per register 5, Leakage 0.000223 uW, number of antenna cells inserted 0, CP startpoint kind primary input, HPWL after DPL 641 um, grt total ovfl 0, final worst setup slack 2340 ps, Area growth syn-to-layout 73.0%, Syn Area/Cell 12.8 um^2, number of global-route vias before repair ~270, yosys cell count 25, fill count ~400, Setup Buffers After CTS 0, routability-driven placement congestion ratio 0.678, Final Cell Area 554 um^2, DIE AREA 6400 um^2, Synth Cell Area 320 um^2, status finished clean, post_cts resized 0, cell taking the most area after synthesis edfxtp_1, unrepaired setup endpoints after global routing false, Reg clk slew, reported paths around 40 ps, die width 80 um, top cells by count 5 x edfxtp_1, 5 x ha_1, 4 x inv_1, CP peak stage delay around 450 ps, Post-synth EDFFs 5, H-tree Lvls 1, largest delay contributor family on the critical path AND-OR/OR-AND gates, fraction of layout cells with a size suffix above 1 11.4%, critical path required time 4490 ps, CTS Sinks 5, Crit path arrival time about 2200 ps, 1st-pass router iterations 2, Cells after Synth 25, FFs w/ async S/R, synth 0%, overall routing resource usage 1.91%, pwr dens 277 nW/um^2, area share, top type a little under half, CORE AREA roughly 3400 um^2, clock tree buffer depth 2, setup TNS 0 ps
[cell usage in the layout (no fill, tap or decap)]
cell,count
clkdlybuf4s50_1,15
ha_1,5
edfxtp_1,5
inv_1,4
clkbuf_4,3
a21oi_1,2
a21o_1,2
xnor2_1,2
nand2_1,1
o21ai_2,1
a21oi_2,1
xor2_1,1
fa_1,1
clkbuf_1,1
[final cells by class]
| cell class | count | area, um^2 | share of cell area [%] |
|---|---|---|---|
| well taps | 46 | 57.6 | 10.4 |
| inverters | 4 | 15.0 | 2.71 |
| clock buffers | 4 | 26.3 | 4.74 |
| multi-input cells | 16 | 155 | 28.0 |
| flip-flops and latches | 5 | 150 | 27.1 |
| repair buffers | 15 | 150 | 27.1 |
[layer usage]
layer  share of wire, %  up-vias
met1                 57       96
met4                5.1        0
met5                  0        -
met3                6.7        4
li1                   -      124
met2                 31       17
[logic make-up after synthesis]
| family | count (synthesis) | synth area share (%) |
|---|---|---|
| adders and majority gates | 6 | 25.8 |
| AOI/OAI and AO/OA | 6 | 13.3 |
| xor gates and xnor gates | 3 | 8.20 |
| buffers and inverters | 4 | 4.69 |
| and+or+nand+nor | 1 | 1.17 |
| DFF | 5 | 46.9 |
[path summary, 6_finish.rpt]
path                  depth (start not counted)      end  slack [ps]   start
worst min-delay path                          1  c1.Q[3]        1390  enable
worst max-delay path                          5  c1.Q[4]        2340    A[0]
[report_power, final]
group          internal (uW)  switching, uW
sequential              60.4           1.57
clock                   33.4           17.0
combinational           27.0           14.2
total                    121           32.8
[stage by stage]
stage               utilization, %  hold slack [ps]  std cells  power, uW
global route                  16.2             1410         90        166
CTS                           16.2             1390         90        158
detailed placement            15.5             1640         86        105
global placement              15.5             1620         86        104
floorplan                        -             1010         25       77.7
finish                        16.2             1390         90        154
Power is estimated from default activity; no workload was simulated.
