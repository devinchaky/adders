File: flow/design.v
`timescale 1ns / 1ps
module RCA_4bits(
    input clk,
    input enable,
    input [3:0] A, B,
    input Cin,
    output [4:0] Q
    );
    wire [4:0] Data;
    wire [2:0] Cout;
    full_adder c1(.A(A[0]), .B(B[0]), .Cin(Cin), .S(Data[0]), .Cout(Cout[0]));
    full_adder c2(.A(A[1]), .B(B[1]), .Cin(Cout[0]), .S(Data[1]), .Cout(Cout[1]));
    full_adder c3(.A(A[2]), .B(B[2]), .Cin(Cout[1]), .S(Data[2]), .Cout(Cout[2]));
    full_adder c4(.A(A[3]), .B(B[3]), .Cin(Cout[2]), .S(Data[3]), .Cout(Data[4]));
    register_logic c5(.clk(clk), .enable(enable), .Data(Data), .Q(Q));
endmodule
`timescale 1ns / 1ps
module full_adder(
    input A, B, Cin,
    output S, Cout
    );
    assign S = A ^ B ^ Cin ;
    assign Cout = (B & Cin) | (A & Cin) | (A & B);
endmodule
`timescale 1ns / 1ps
module register_logic(
    input clk, 
    input enable,
    input [4:0] Data,
    output reg [4:0] Q
    );
    initial Q=0;
    always @(posedge clk) begin
        if (enable)
            Q <= Data;
        else
            Q <= Q;
      end
endmodule
File: flow/run.sh
#!/bin/bash
# OpenROAD 26Q1-2900-gdf79404cd8, Yosys 0.63+post, stock flow scripts
make -C /OpenROAD-flow-scripts/flow DESIGN_CONFIG=/design/flow/config.mk WORK_HOME=/design/flow/orfs finish
File: flow/config.mk
export PLATFORM = sky130hd
export DESIGN_NAME = RCA_4bits
export DESIGN_NICKNAME = RCA_4bits
export VERILOG_FILES = /design/flow/design.v
export SDC_FILE = /design/flow/constraint.sdc
export NUM_CORES = 4
export LEC_CHECK = 1
export CORE_AREA = 10 10 70 70
export DIE_AREA = 0 0 80 80
File: flow/constraint.sdc
current_design RCA_4bits

set clk_period 2.1
set clk_io_pct 0.2

create_clock -name clk0 -period $clk_period [get_ports {clk}]

set non_clock_inputs [all_inputs -no_clocks]
set_input_delay [expr $clk_period * $clk_io_pct] -clock clk0 $non_clock_inputs
set_output_delay [expr $clk_period * $clk_io_pct] -clock clk0 [all_outputs]
==> results_dict.tcl <==
# yosys + openroad results
set metrics [dict create \
    crit_required_ps 2210 \
    worstPathArrival_ps 2110 \
    syn_area_um2 267.8 \
    fin_crit_sh_pct 95.04 \
    top_regs "c5.Q x5" \
    cts.path.max_buffers 2 \
    combGateArea_um2 87.58 \
    largest-register "c5.Q" \
    finalHoldViolCount 0 \
    drv_cap 0 \
    dr.pass1.iters 2 \
    vias_per_cell 2.155 \
    critPathCaptureType "register" \
    setup_viol 0 \
    die-area_um2 6400 \
    avgSynthCellArea_um2 14.09 \
    cts_tree "built" \
    die_h_um 80 \
    cp_slowest_stage_delay_ps 390 \
    die_x_um 80 \
    fp_util_pct 7.839 \
    routed-via-count 181 \
    antenna_found_initial 0 \
    hold_buffers 0 \
    worst-setup-path-type "input port to register" \
    tool_warnings 25 \
    hold_class "input port to register" \
    h-tree-depth 1 \
    port_buffers 15 \
    overflow 0 \
    path_buffers 5 \
    max_freq_mhz 501.1 \
    track_usage_pct 1.989 \
    final_cells 84 \
    largest_register_ffs 5 \
    cts_root_buf "clkbuf_4" \
    antenna_cells 0 \
    ys_chip_area_um2 267.8 \
    tightest_slew_ps 216.0 \
    final.min_clock_period_ps 1996 \
    min_to "c5.Q[0]" \
    detail-route-antenna-nets 0 \
    outcome "completed" \
    relSlewSlack_pct 85.56 \
    critPathMostFrequentCell "fa_2" \
    crit_path_max_fanout 1 \
    clk_pin_slew_ps 40 \
    yosys_warnings 1 \
    dpl.hpwl_um 551.5 \
    top_cell_area_share_pct 56.07 \
    drt_iter0_drc 1 \
    grt_pass1_vias 219 \
    cpMaxStageDelayCell "fa_1" \
    final_area_um2 508.0 \
    drt_drc_violations_left 0 \
    drt_wl_total_um 593 \
    whs_path_depth 4 \
    nFillCells 396 \
    core_area_um2 3416 \
    yosys.area.top_type "edfxtp_1" \
    drv_slew 0 \
    cts_buffers 3 \
    p_leak_nw 0.2009 \
    top_cells_by_area "edfxtp_1 (56%), fa_1 (30%), inv_1 (14%)" \
    syn2layout_area_growth_pct 89.72 \
    grt_pass1_wl_um 966 \
    ys.flops 5 \
    place_area_um2 475.5 \
    seq_area_um2 150.1 \
    start_kind "input port" \
    crit_chain "dlygate4sd2_1 > inv_1 > fa_2 > inv_2 > fa_2 > fa_2 > inv_2 > fa_1 > inv_1" \
    grt_start_max_net_pins 6 \
    finalSetupTns_ps 0 \
    wl_per_cell_um 7.060 \
    ios 16 \
    drive_gt1_share_pct 26.32 \
    num_rows 21 \
    lay_top_cells "clkdlybuf4s50_1 (12), inv_1 (6), edfxtp_1 (5), inv_2 (4)" \
    gp_congestion 0.7181 \
    cts_setup_buffers 0 \
    ir_drop_v 0.0001163 \
    synth.distinct_cells 3 \
    place_inst 80 \
    lay_top_count "clkdlybuf4s50_1" \
    p_per_area_nw_per_um2 600.6 \
    setup_slack_ps 104.2 \
    place_ws_ps -470.1 \
    yosys_cells 19 \
    rsz0062_at_grt "no" \
    hold_start "A[0]" \
    ys_seq_share_pct 56.07 \
    synthCells 19 \
    critPathTopFamily "adder cells" \
    cts_sinks 5 \
]
how the worst max path moves through the flow:
stage,cells after the start,start,slack (ps),to
CTS,9,B[0],10,c5.Q[3]
global route,9,B[0],10,c5.Q[3]
finish,9,B[0],100,c5.Q[3]
cell usage after synthesis:
master,n
edfxtp_1,5
inv_1,10
fa_1,4
worst min-delay path: cells and delay by family:
family / cells / cell delay (ps)
adder cells (fa/ha/maj): 1 / 180
buffers and inverters: 3 / 270
report_power, final:
group / leakage, nW / internal [mW] / switching (mW)
Sequential: 0.0489 / 0.128 / 0.00259
Combinational: 0.137 / 0.0458 / 0.0205
Clock: 0.0150 / 0.0716 / 0.0363
Total: 0.201 / 0.246 / 0.0594
stage by stage:
stage | util, % | hold WS (ps) | power, mW
5_1_grt | 14.87 | 821.1 | 0.3273
2_1_floorplan | - | 532.5 | 0.1460
4_1_cts | 14.80 | 861.2 | 0.3126
3_5_place_dp | 13.92 | 1141 | 0.2004
3_3_place_gp | 13.92 | 1133 | 0.1994
6_report | 14.87 | 798.0 | 0.3051
per-layer routing:
layer | wire length [µm] | share of wire, % | vias to the layer above | track usage, %
met4 | 0 | 0 | 0 | 0.7042
met2 | 235 | 40 | 11 | 2.970
met5 | 0 | 0 | - | 0
met1 | 176 | 30 | 80 | 1.644
met3 | 181 | 31 | 0 | 2.273
li1 | - | - | 90 | -
logic make-up (layout without fill, tap and decap cells):
family / count (synthesis) / after routing / share of synthesized area [%]
adder cells (fa/ha/maj): 4 / 4 / 29.91
buffers and inverters: 10 / 29 / 14.02
flip-flops: 5 / 5 / 56.07
repair_timing:
action,4_1_cts,5_1_grt
pin swaps,4,4
gates cloned,0,0
resized,9,3
endpoints found under the setup margin,2,1
area by class of cell:
type | instances | share of cell area, %
Timing Repair Buffer | 15 | 29.31
Clock buffer | 4 | 5.172
Tap cell | 46 | 11.33
Inverter | 10 | 7.389
Multi-Input combinational cell | 4 | 17.24
Sequential cell | 5 | 29.56
Power is estimated from default activity; no workload was simulated.
